**/design/flow/design.v**
```verilog
module Mux2_1 #(
    WIDTH = 32
) (
    input   [WIDTH - 1 : 0] i0,
    input   [WIDTH - 1 : 0] i1,
    input                   s,
    output  [WIDTH - 1 : 0] o
);
    assign o = s ? i1 : i0;
endmodule
module Mux4_1 #(
    WIDTH = 32
) (
    input   [WIDTH - 1 : 0] i0  ,
    input   [WIDTH - 1 : 0] i1  ,
    input   [WIDTH - 1 : 0] i2  ,
    input   [WIDTH - 1 : 0] i3  ,
    input   [1         : 0] s   ,
    output  [WIDTH - 1 : 0] o   
);
    wire    [WIDTH - 1 : 0] tmp0, tmp1;
    Mux2_1 #(.WIDTH(WIDTH)) m0 (.i0(i0), .i1(i1), .s(s[0]), .o(tmp0));
    Mux2_1 #(.WIDTH(WIDTH)) m1 (.i0(i2), .i1(i3), .s(s[0]), .o(tmp1));
    Mux2_1 #(.WIDTH(WIDTH)) m2 (.i0(tmp0), .i1(tmp1), .s(s[1]), .o(o));
endmodule
module Mux8_1 #(
    WIDTH = 32
) (
    input   [WIDTH - 1 : 0] i0  ,
    input   [WIDTH - 1 : 0] i1  ,
    input   [WIDTH - 1 : 0] i2  ,
    input   [WIDTH - 1 : 0] i3  ,
    input   [WIDTH - 1 : 0] i4  ,
    input   [WIDTH - 1 : 0] i5  ,
    input   [WIDTH - 1 : 0] i6  ,
    input   [WIDTH - 1 : 0] i7  ,
    input   [2         : 0] s   ,
    output  [WIDTH - 1 : 0] o   
);
    wire    [WIDTH - 1 : 0] tmp0, tmp1;
    Mux4_1 #(.WIDTH(WIDTH)) m0 (.i0(i0), .i1(i1), .i2(i2), .i3(i3), .s(s[1:0]), .o(tmp0));
    Mux4_1 #(.WIDTH(WIDTH)) m1 (.i0(i4), .i1(i5), .i2(i6), .i3(i7), .s(s[1:0]), .o(tmp1));
    Mux2_1 #(.WIDTH(WIDTH)) m2 (.i0(tmp0), .i1(tmp1), .s(s[2]), .o(o));
endmodule
```
**/design/flow/run.sh**
```bash
#!/bin/bash
# OpenROAD 26Q1-2900-gdf79404cd8, Yosys 0.63+post, stock flow scripts
make -C /OpenROAD-flow-scripts/flow DESIGN_CONFIG=/design/flow/config.mk WORK_HOME=/design/flow/orfs finish
```
**/design/flow/config.mk**
```make
export PLATFORM = sky130hd
export DESIGN_NAME = Mux8_1
export DESIGN_NICKNAME = Mux8_1
export VERILOG_FILES = /design/flow/design.v
export SDC_FILE = /design/flow/constraint.sdc
export NUM_CORES = 4
export LEC_CHECK = 1
export CORE_AREA = 10 10 127 127
export DIE_AREA = 0 0 137 137
```
**/design/flow/constraint.sdc**
```tcl
current_design Mux8_1

set clk_period 1.9
set clk_io_pct 0.2

create_clock -name clk0 -period $clk_period

set non_clock_inputs [all_inputs -no_clocks]
set_input_delay [expr $clk_period * $clk_io_pct] -clock clk0 $non_clock_inputs
set_output_delay [expr $clk_period * $clk_io_pct] -clock clk0 [all_outputs]
```
==> results.sh <==
# flow metrics
export IMPL_status="finished with violations"
export IMPL_violations="setup timing"
export IMPL_hp_start="i5[8]"
export IMPL_finalInstanceArea_um2=5869
export IMPL_clock_power_share_pct=0
export IMPL_crit_buf_inv=7
export IMPL_hp_class="input pin to primary output"
export IMPL_cap_violations=0
export IMPL_warning_count=34
export IMPL_syn_area_per_cell_um2=18.19
export IMPL_grt_first_pass_wirelength_um=20570
export IMPL_synth_cell_area_um2=2073
export IMPL_p_comb_share_pct=100.0
export IMPL_fmax_mhz=442.6
export IMPL_first_global_vias=3165
export IMPL_dp_cells=580
export IMPL_synth_warnings=0
export IMPL_finalSetupViolCount=32
export IMPL_antenna_diode_count=0
export IMPL_relSlewSlack_pct=85.91
export IMPL_via_per_inst=4.446
export IMPL_grt_overflow_total=0
export IMPL_clkbuf_count=0
export IMPL_holdBufCountCts=0
export IMPL_grt_antenna_before_repair=1
export IMPL_cp_top_family="buffers and inverters"
export IMPL_chipArea_um2=18770
export IMPL_first_iter_violations=103
export IMPL_grt_usage_pct=14.79
export IMPL_required_ns=1.52
export IMPL_detail_route_wl_per_cell_um=23.10
export IMPL_finalNonFillerCells=625
export IMPL_finalClockPeriodUsage_pct=118.9
export IMPL_rows=42
export IMPL_crit_type="input pin to primary output"
export IMPL_ioPinCount=291
export IMPL_drc=0
export IMPL_place_ws_ns=-0.6505
export IMPL_die_w_um=137
export IMPL_gp_congestion=0.9294
export IMPL_leakagePower_nw=2.484
export IMPL_ir_worst_vdd_v=0.0001286
export IMPL_syn_to_final_growth_pct=183.1
export IMPL_drt_wl_total_um=14440
export IMPL_cp_end_kind="primary output"
export IMPL_regArea_um2=0
export IMPL_coreArea_um2=13350
export IMPL_crit_path_start="s[0]"
export IMPL_slowest_delay_ns=0.41
export IMPL_hpwl_um=11620
export IMPL_crit_top_cell="buf_12"
export IMPL_finalCriticalPeriod_ns=2.259
export IMPL_postLayoutSetupSlackWorst_ns=-0.3594
export IMPL_ys_seq_share_pct=0
export IMPL_vias=2779
export IMPL_fp_dieH_um=137
export IMPL_yosysChipArea_um2=2073
export IMPL_switching_share_pct=23.41
export IMPL_p_int_w=0.001032
export IMPL_p_seq_share_pct=0
export IMPL_slowest_stage="mux4_2"
export IMPL_maxSlewViolCount=0
export IMPL_ant_nets=0
export IMPL_drive_above_1_share_pct=41.43
export IMPL_drt_pass1_iter_count=4
export IMPL_worstSetupStartpointType="input pin"
export IMPL_n_fill_cell=1242
export IMPL_rsz0062_at_grt="true"
export IMPL_initial_core_util_pct=15.53
export IMPL_postPlaceCellArea_um2=5288
export IMPL_crit_chain="buf_16 -> buf_12 -> buf_12 -> buf_8 -> buf_12 -> buf_6 -> mux4_2 -> mux2_4 -> buf_6"
export IMPL_ff_count=0
export IMPL_ys_cells=114
export IMPL_hold_viol_final=0
export IMPL_synthDistinctLibCells=7
export IMPL_path_max_fanout=4
export IMPL_worst_pin_slew_ns=0.2113
export IMPL_port_buffers=291
export IMPL_critPathArrivalTime_ns=1.88
export IMPL_synthCells=114
export IMPL_power_switching_w=0.0003153
export IMPL_pwr_density_cell_nw_per_um2=229.5
export IMPL_grt_max_degree=35
tightest hold or removal path: stages:
cell and delay (ns):
dlymetal6s2s_1 0.08, mux4_2 0.22, mux2_4 0.14, buf_6 0.08
routing by layer:
layer	GRT usage, %	part of all wire (%)	vias up
li1	-	-	1226
met1	18.26	36	1343
met2	24.49	49	206
met3	7.068	14	4
met4	0.4098	0.30	0
met5	0	0	-
cell usage after synthesis (all sizes together):
master / n / share of area [%]
buf: 16 / 5.5
mux2: 32 / 17
mux4: 64 / 77
clkbuf: 2 / 0.36
metrics by stage:
stage | TNS, ns | util (%) | total power, W | hold slack [ns]
after floorplan | 0 | - | 0.0003660 | 1.054
after global placement | -17.29 | 39.61 | 0.001156 | 1.705
after detailed placement | -17.58 | 39.61 | 0.001161 | 1.698
after CTS | -8.476 | 43.40 | 0.001328 | 1.349
after global routing | -8.199 | 43.97 | 0.001432 | 1.294
final | -7.006 | 43.97 | 0.001347 | 1.277
what timing repair did:
| item | CTS | global route |
|---|---|---|
| gates resized | 212 | 57 |
| endpoints found under the hold margin | 0 | 0 |
| gates cloned | 6 | 0 |
| setup endpoints to repair | 32 | 32 |
| buffers inserted | 38 | 8 |
cell usage in the layout, fill, tap and decap left out:
cell / count
buf_2: 11
bufbuf_16: 1
buf_6: 37
buf_8: 6
clkdlybuf4s50_1: 215
dlygate4sd2_1: 28
clkbuf_2: 5
dlymetal6s2s_1: 16
mux2_2: 2
mux2_4: 30
mux4_2: 60
mux4_1: 4
buf_16: 3
buf_4: 16
buf_12: 15
cells by family (layout without fill, tap and decap cells):
group                  Yosys count  after routing  share of synthesized area (%)
multiplexers                    96             96                          94.15
buffers and inverters           18            353                          5.854
cell type report:
| class | instances | area, um^2 | area share [%] |
|---|---|---|---|
| multi-input combinational | 96 | 1929 | 32.87 |
| tap | 176 | 220.2 | 3.752 |
| timing repair buffer | 353 | 3720 | 63.38 |
final timing paths:
path | cells past startpoint | endpoint
max | 9 | o[27]
min | 4 | o[8]
power groups by stage:
stage	sequential (W)	combinational, W	clock [W]
4_1_cts	0	0.00133	0
5_1_grt	0	0.00143	0
6_report	0	0.00135	0
Power is estimated from default activity; no workload was simulated.
