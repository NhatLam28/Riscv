### design.v
module Alu #(
    WIDTH = 32
) (
    input [WIDTH - 1 : 0]   i0,
    input [WIDTH - 1 : 0]   i1,
    input [        3 : 0]   s,
    output[WIDTH - 1 : 0]   o
);
    wire [WIDTH - 1 : 0] sum, sll, srl, sra, slt, sltu, xo_r, o_r, an_d;
    wire [WIDTH     : 0] diff_unsign, diff_sign;
    wire [4         : 0] shamt = i1[4 : 0];
    wire                 sign_0 = i0[WIDTH - 1], sign_1 = i1[WIDTH - 1];   
    wire                 pos_neg, neg_pos, s0;
    wire [WIDTH - 1 : 0] tmp0, tmp1, tmp2;
    assign diff_sign    = {sign_0, i0}  - {sign_0, i1};
	assign diff_unsign 	=   {1'b0, i0}  -   {1'b0, i1};
    assign neg_pos  = (sign_0 && ~sign_1) ? 1'b1 : 1'b0;
    assign pos_neg  = (~sign_0 && sign_1) ? 1'b1 : 1'b0;
    assign slt  = neg_pos ? 32'd1 : pos_neg ? 32'd0 : diff_sign ? 32'd1 : 32'd0;
    assign sltu = diff_unsign[WIDTH] ? 32'd1 : 32'd0;
    assign sum  = i0 + i1;
    assign sll 	= i0 << shamt;
    assign xo_r = i0 ^ i1;
	assign o_r  = i0 | i1;
	assign an_d = i0 & i1;
	assign srl  = i0 >> shamt;
    assign sra  = ({WIDTH{sign_0}} << (WIDTH - shamt)) | srl;
    Mux2_1 #(.WIDTH (WIDTH)) re2(.i0(o_r), .i1(an_d), .s(s[0]), .o(tmp1));
    assign s0 = s[3] & ~(|s[2:1]); 
    Mux2_1 #(.WIDTH (WIDTH)) m211(.i0({WIDTH{1'bz}}), .i1(tmp1), .s(s0), .o(tmp2));
    Mux2_1 #(.WIDTH (WIDTH)) m1(.i0(tmp0), .i1(tmp2), .s(s[3]), .o(o));
endmodule
module Mux2_1 #(
    WIDTH = 32
) (
    input   [WIDTH - 1 : 0] i0,
    input   [WIDTH - 1 : 0] i1,
    input                   s,
    output  [WIDTH - 1 : 0] o
);
    assign o = s ? i1 : i0;
endmodule
### run.sh
#!/bin/bash
# OpenROAD 26Q1-2900-gdf79404cd8, Yosys 0.63+post, stock flow scripts
make -C /OpenROAD-flow-scripts/flow DESIGN_CONFIG=/design/flow/config.mk WORK_HOME=/design/flow/orfs finish
### config.mk
export PLATFORM = sky130hd
export DESIGN_NAME = Alu
export DESIGN_NICKNAME = Alu
export VERILOG_FILES = /design/flow/design.v
export SDC_FILE = /design/flow/constraint.sdc
export NUM_CORES = 4
export LEC_CHECK = 1
export CORE_AREA = 10 10 70 70
export DIE_AREA = 0 0 80 80
### constraint.sdc
current_design Alu

set clk_period 1.0
set clk_io_pct 0.2

create_clock -name clk0 -period $clk_period

set non_clock_inputs [all_inputs -no_clocks]
set_input_delay [expr $clk_period * $clk_io_pct] -clock clk0 $non_clock_inputs
set_output_delay [expr $clk_period * $clk_io_pct] -clock clk0 [all_outputs]
==> results.sh <==
# flow metrics
export IMPL_outcome="finished with violations"
export IMPL_violations="setup timing"
export IMPL_routedWlPerCell_um=17.0
export IMPL_gr_usage_all_layers_pct=9.44
export IMPL_place_ws_ns=-0.840
export IMPL_dieArea_sq_um=6400
export IMPL_n_fill_cell=362
export IMPL_num_antenna_cells=0
export IMPL_grt_start_max_net_pins=8
export IMPL_placed_cell_area_sq_um=1430
export IMPL_drive_above_1_share_pct=54.0
export IMPL_end_kind="output pin"
export IMPL_drt_iter0_drc=17
export IMPL_power_frac_comb_pct=100.0
export IMPL_area_growth_pct=248
export IMPL_initCoreUtil_pct=11.6
export IMPL_fp_dieH_um=80
export IMPL_required_ns=0.80
export IMPL_hp_class="in2out"
export IMPL_cts_hold_buffers=0
export IMPL_timing_final_crit_share_pct=119
export IMPL_layout_top_cell="dlygate4sd2_1"
export IMPL_crit_type="in2out"
export IMPL_die_w_um=80
export IMPL_rsz0062_at_grt="yes"
export IMPL_worst_pin_slew_ns=0.0743
export IMPL_clockPowerShare_pct=0
export IMPL_finalWirelength_um=3140
export IMPL_worst_path_max_fanout=5
export IMPL_port_buffers=97
export IMPL_overflow=0
export IMPL_synth_seq_share_pct=0
export IMPL_hold_start="i1[11]"
export IMPL_irDropWorstVdd_uv=148
export IMPL_min_to="o[11]"
export IMPL_netlist_instances=36
export IMPL_fmax_ghz=0.844
export IMPL_finalCriticalPeriod_ns=1.19
export IMPL_final_hold_violation_count=0
export IMPL_core_area_sq_um=3420
export IMPL_std_cell_rows=21
export IMPL_powerDensity_nw_per_um2=355
export IMPL_synth_cell_area_sq_um=395
export IMPL_setup_viol=32
export IMPL_whs_path_depth=3
export IMPL_grt_antenna_before_repair=0
export IMPL_worstSetupStartpointType="input pin"
export IMPL_ys_cells=36
export IMPL_slew_violations=0
export IMPL_yosysWarnings=33
export IMPL_logic_area_sq_um=360
export IMPL_flop_count=0
export IMPL_p_int_uw=356
export IMPL_grt_pass1_wl_um=4800
export IMPL_lay_top_cells="dlygate4sd2_1 (44), maj3_2 (32), buf_2 (32)"
export IMPL_drc=0
export IMPL_p_sw_share_pct=27.2
export IMPL_ant_nets=0
export IMPL_arrival_ns=0.99
export IMPL_vias=738
export IMPL_tns_ns=-4.39
export IMPL_io_pins=100
export IMPL_clkbuf_count=0
export IMPL_switching_power_uw=133
export IMPL_seqCellArea_sq_um=0
export IMPL_p_total_uw=489
export IMPL_placed_cells=178
export IMPL_firstDrtPassIters=2
export IMPL_design_area_sq_um=1380
export IMPL_layout_setup_ws_ns=-0.185
export IMPL_ys_chip_area_sq_um=395
export IMPL_routabilityCongestion=0.860
export IMPL_yosysUniqueCellTypes=4
export IMPL_slew_headroom_pct=95.0
export IMPL_dp_hpwl_um=2750
export IMPL_warnings=37
export IMPL_avgSynthCellArea_sq_um=11.0
export IMPL_holdWs_ns=0.739
export IMPL_p_seq_share_pct=0
export IMPL_utilization_pct=40.3
export IMPL_grt_pass1_vias=915
export IMPL_cap_violations=0
export IMPL_p_leak_nw=0.711
export IMPL_routed_via_density=3.99
export IMPL_stdcell_count=185
## worst max-delay path, stage by stage
cell and delay, ns:
buf_8 0.08, inv_6 0.03, buf_12 0.13, buf_16 0.13
maj3_2 0.29, buf_2 0.12
## power by group through the flow
stage | combinational (mW) | sequential, mW | clock (mW)
CTS | 0.513 | 0 | 0
global route | 0.539 | 0 | 0
finish | 0.489 | 0 | 0
## layer usage
metal | global-route usage, % | part of all wire, % | up-vias
li1 | - | - | 344
met1 | 9.49 | 38 | 318
met2 | 17.1 | 45 | 74
met3 | 5.91 | 17 | 2
met4 | 0 | 0.61 | 0
met5 | 0 | 0 | -
## cell type report
cell class | instances | area share (%)
timing repair buffer | 106 | 69.0
tap | 46 | 4.18
multi-input combinational | 32 | 26.2
inverter | 1 | 0.636
## how the worst max path moves through the flow
stage | from | end | slack (ns) | cells after the start
CTS | s[0] | o[17] | -0.26 | 7
global route | s[0] | o[1] | -0.21 | 6
finish | s[0] | o[21] | -0.19 | 6
## synth_stat cells
master / count / area [sq um]
buf_6: 3 / 33.8
inv_2: 1 / 3.75
maj3_1: 2 / 20.0
maj3_2: 30 / 338
## kinds of logic after synthesis
family	Yosys count	synth area share, %
fa+ha+maj	32	90.5
buf+inv	4	9.49
## what timing repair did
| item | 4_1_cts | 5_1_grt |
|---|---|---|
| setup endpoints to repair | 32 | 32 |
| buffers inserted | 6 | 0 |
| pin swaps | 31 | 5 |
| gates cloned | 3 | 0 |
| resized | 169 | 19 |
Power figures rest on the tool's default switching activity, not on a simulated workload.
