<file path="design/flow/design.v">
module Imm_encoding #(
    WIDTH = 32
) (
    input [WIDTH - 1 : 0] instr,
    input [2         : 0] s,
    output[WIDTH - 1 : 0] imm
);
    wire [WIDTH - 1 : 0] I_type, S_type, B_type, U_type, J_type;
    wire [WIDTH - 1 : 0] S0, S1;
    assign I_type = {{20{instr[31]}}, instr[31:20]};
    assign S_type = {{20{instr[31]}}, instr[31:25], instr[11:7]};
    assign B_type = {{20{instr[31]}}, instr[7], instr[30:25], instr[11:8], 1'b0};
    assign U_type = {{12{instr[31]}}, instr[19:12], instr[20], instr[30:21], 1'b0};
    assign J_type = {instr[31:12], 12'd0};
    Mux4_1 #(.WIDTH (WIDTH)) mx41 (
        .i0 (I_type),
        .i1 (S_type),
        .i2 (B_type),
        .i3 (U_type),
        .s  (s[1:0]),
        .o  (S0)
    );
    assign S1 = |s[1:0] ? 32'bz : J_type;
    Mux2_1 #(.WIDTH (WIDTH)) mx21 (
        .i0 (S0),
        .i1 (S1),
        .s  (s[2]),
        .o  (imm)
    );
endmodule
module Mux2_1 #(
    WIDTH = 32
) (
    input   [WIDTH - 1 : 0] i0,
    input   [WIDTH - 1 : 0] i1,
    input                   s,
    output  [WIDTH - 1 : 0] o
);
    assign o = s ? i1 : i0;
endmodule
module Mux4_1 #(
    WIDTH = 32
) (
    input   [WIDTH - 1 : 0] i0  ,
    input   [WIDTH - 1 : 0] i1  ,
    input   [WIDTH - 1 : 0] i2  ,
    input   [WIDTH - 1 : 0] i3  ,
    input   [1         : 0] s   ,
    output  [WIDTH - 1 : 0] o   
);
    wire    [WIDTH - 1 : 0] tmp0, tmp1;
    Mux2_1 #(.WIDTH(WIDTH)) m0 (.i0(i0), .i1(i1), .s(s[0]), .o(tmp0));
    Mux2_1 #(.WIDTH(WIDTH)) m1 (.i0(i2), .i1(i3), .s(s[0]), .o(tmp1));
    Mux2_1 #(.WIDTH(WIDTH)) m2 (.i0(tmp0), .i1(tmp1), .s(s[1]), .o(o));
endmodule
</file>
<file path="design/flow/run.sh">
#!/bin/bash
# OpenROAD 26Q1-2900-gdf79404cd8, Yosys 0.63+post, stock flow scripts
make -C /OpenROAD-flow-scripts/flow DESIGN_CONFIG=/design/flow/config.mk WORK_HOME=/design/flow/orfs finish
</file>
<file path="design/flow/config.mk">
export PLATFORM = sky130hd
export DESIGN_NAME = Imm_encoding
export DESIGN_NICKNAME = Imm_encoding
export VERILOG_FILES = /design/flow/design.v
export SDC_FILE = /design/flow/constraint.sdc
export NUM_CORES = 4
export LEC_CHECK = 1
export CORE_AREA = 10 10 70 70
export DIE_AREA = 0 0 80 80
</file>
<file path="design/flow/constraint.sdc">
current_design Imm_encoding

set clk_period 1.5
set clk_io_pct 0.2

create_clock -name clk0 -period $clk_period

set non_clock_inputs [all_inputs -no_clocks]
set_input_delay [expr $clk_period * $clk_io_pct] -clock clk0 $non_clock_inputs
set_output_delay [expr $clk_period * $clk_io_pct] -clock clk0 [all_outputs]
</file>
==> reports/metrics.yaml <==
status: "complete, but fails checks"
violations: "negative setup slack"
hpwl_um: 1860
syn_area_um2: 449
dieArea_mm2: 0.00640
antenna_cells_inserted: 0
via_per_inst: 3.63
yosys_cells: 63
top_cells_by_area: "mux2_4 (27%), nand2_1 (18%), mux2i_1 (13%), nand2b_1 (13%), nor2b_1 (8.4%)"
crit_top_cell: "buf_6"
worstPathCellList: "buf_8 -> a21o_1 -> buf_6 -> buf_6 -> mux2_4 -> buf_6"
initCoreUtil_pct: 13.2
worst_pin_slew_ns: 0.230
wire_per_inst_um: 11.9
setup_ws_ns: -0.0334
first_global_vias: 645
cpPeakStageDelay_ns: 0.29
area_delta_synth_final_pct: 162
fin_area_mm2: 0.00117
io_buffers: 60
hp-start: "s[2]"
worstPathBufferInverterCount: 4
drc_errors: 0
worstSetupEndpointType: "primary output"
clock_buffers: 0
first_pass_iters: 4
leakagePower_uw: 0.000632
worst_setup_path_start_kind: "input port"
gp_congestion: 0.740
critPathMaxFanout: 2
fmax_mhz: 652
setup_viol: 8
grt_pass1_wl_um: 3170
cpMaxStageDelayCell: "mux2_4"
post-synth-top-area-cell: "mux2_4"
drt_wl_total_um: 2120
slew_headroom_pct: 84.7
required_ns: 1.20
final_antenna_net_count: 0
critical_path.startpoint: "s[0]"
yosys.area.top_type_share_pct: 26.7
flop_area_um2: 0
period_minus_slack_ns: 1.53
slew_violations: 0
seq_cell_count: 0
drtIter0Drc: 19
vias: 649
arrival_ns: 1.23
drv_cap: 0
grt_usage_pct: 5.93
dpl_worst_slack_ns: -0.691
fillers: 354
min_path_type: "in -> out"
placed_area_mm2: 0.00114
die_w_um: 80
common_cells: "nand2_1 (22), nand2b_1 (9), mux2_4 (8), mux2i_1 (6), nor2b_1 (6)"
rsz0062_at_grt: "true"
synthCells: 63
synth_dominant_cell_count: "nand2_1"
worst-setup-path-type: "in -> out"
yosysChipArea_um2: 449
antenna_found_initial: 0
grt_max_degree: 15
critPathTopFamily: "buffers and inverters"
ys_types: 13
ys_seq_share_pct: 0
core-area_mm2: 0.00342
hold_violations: 0
synth.avg_cell_area_um2: 7.13
ys_warn_count: 1
irDropWorstVdd_mv: 0.0785
warning_count: 41
overflow: 0
p_per_area_mw_per_mm2: 272
die_h_um: 80
min_period_over_period_pct: 102
layout-drive-gt1-share_pct: 34.6
io_pins: 67
placementRows: 21
[placed cells by master (no fill, tap or decap), drive strengths merged]
master         instances
mux2                   8
nor3                   1
nor2b                  6
dlymetal6s2s           1
mux2i                  6
xnor2                  1
nor2                   1
a21o                   1
a211oi                 1
dlygate4sd2           20
clkbuf                 4
clkdlybuf4s50         21
nand2                 22
buf                   31
nand2b                 9
[area by class of cell]
cell class / instances / area [um^2] / share of cell area [%]
timing repair buffer: 77 / 699 / 59.5
multi-input combinational: 56 / 418 / 35.6
tap: 46 / 57.6 / 4.90
[power breakdown]
group / switching (uW) / leakage [uW] / total [uW] / internal [uW]
Combinational: 92.9 / 0.000632 / 320 / 227
Clock: 0 / 0 / 0 / 0
Sequential: 0 / 0 / 0 / 0
Total: 92.9 / 0.000632 / 320 / 227
[tightest hold or removal path, cell delays in order]
cell	delay (ns)
buf_6	0.09
buf_4	0.10
a211oi_1	0.03
buf_2	0.11
[kinds of logic after synthesis]
family	after synthesis	synth area share, %
and+or+nand+nor	39	41.2
muxes	14	40.1
buffers and inverters	7	11.7
AOI/OAI and AO/OA	2	3.34
xor gates and xnor gates	1	3.62
[stage by stage]
step	utilization [%]	TNS (ns)	power (uW)	hold slack (ns)	std cells
final	34.4	-0.222	320	0.940	179
after global routing	34.4	-0.426	350	0.957	179
after CTS	34.5	-0.254	325	0.937	180
after detailed placement	33.5	-17.60	335	1.52	174
after global placement	33.5	-17.71	334	1.52	174
after floorplan	-	0	102	0.617	63
[metal layers]
layer | vias to the layer above | GRT usage (%) | part of all wire, %
met3 | 0 | 2.27 | 11
li1 | 343 | - | -
met2 | 31 | 10.1 | 47
met4 | 0 | 0 | 0
met1 | 275 | 7.32 | 42
met5 | - | 0 | 0
[timing repair]
action	in CTS	in global routing
buffers inserted	6	0
hold buffers	0	0
resized	90	11
endpoints found under the setup margin	32	18
pin swaps	4	2
[worst paths after layout]
path                       to  slack [ns]  depth (start not counted)
worst min-delay path  imm[11]        0.94                          4
worst max-delay path  imm[15]       -0.03                          6
Power figures rest on the tool's default switching activity, not on a simulated workload.
